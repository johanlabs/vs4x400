[config.mk]
export PLATFORM = sky130hd
export DESIGN_NAME = vs4x400_core
export DESIGN_NICKNAME = vs4x400_core
export VERILOG_FILES = /design/flow/design.v
export SDC_FILE = /design/flow/constraint.sdc
export NUM_CORES = 4
export LEC_CHECK = 1
export CORE_UTILIZATION = 50
[constraint.sdc]
current_design vs4x400_core

set clk_period 16.9
set clk_io_pct 0.2

create_clock -name clk0 -period $clk_period [get_ports {clk}]

set non_clock_inputs [all_inputs -no_clocks]
set_input_delay [expr $clk_period * $clk_io_pct] -clock clk0 $non_clock_inputs
set_output_delay [expr $clk_period * $clk_io_pct] -clock clk0 [all_outputs]
[design.v]
module vs4x400_core (
    input clk, input reset,
    input start_search,
    input [9:0] vector_count, 
    input [7:0] dim_size,
    output reg [11:0] mem_addr,
    input signed [63:0] mem_data,
    output reg signed [31:0] max_score,
    output reg [7:0] winner_id,
    output reg busy
);
    reg signed [31:0] acc [0:7];
    reg [7:0] current_vec_id;
    reg [7:0] dim_cnt;
    integer i;
    localparam IDLE = 1'b0, RUN = 1'b1;
    reg state;
    wire signed [31:0] current_total_score = 
        (acc[0] + acc[1]) + (acc[2] + acc[3]) + 
        (acc[4] + acc[5]) + (acc[6] + acc[7]);
    wire is_last_dim = (dim_cnt >= (dim_size >> 3) - 1);
    wire is_last_vec = (current_vec_id >= vector_count - 1);
    always @(posedge clk or posedge reset) begin
        if (reset) begin
            state <= IDLE; busy <= 0; max_score <= -32'sh7FFFFFFF;
            winner_id <= 8'hFF; mem_addr <= 0;
            current_vec_id <= 0; dim_cnt <= 0;
        end else begin
            case (state)
                IDLE: begin
                    busy <= 0;
                    if (start_search) begin
                        state <= RUN; busy <= 1;
                        current_vec_id <= 0; dim_cnt <= 0; mem_addr <= 0;
                        max_score <= -32'sh7FFFFFFF;
                        for (i = 0; i < 8; i = i + 1) acc[i] <= 0;
                    end
                end
                RUN: begin
                    acc[0] <= acc[0] + ($signed(mem_data[7:0])   * $signed(mem_data[15:8]));
                    acc[1] <= acc[1] + ($signed(mem_data[23:16]) * $signed(mem_data[31:24]));
                    acc[2] <= acc[2] + ($signed(mem_data[39:32]) * $signed(mem_data[47:40]));
                    acc[3] <= acc[3] + ($signed(mem_data[55:48]) * $signed(mem_data[63:56]));
                    if (is_last_dim) begin
                        if (current_total_score > max_score) begin
                            max_score <= current_total_score;
                            winner_id <= current_vec_id;
                        end
                        if (is_last_vec) begin
                            state <= IDLE;
                        end else begin
                            current_vec_id <= current_vec_id + 1;
                            dim_cnt <= 0;
                            mem_addr <= mem_addr + 1;
                            for (i = 0; i < 8; i = i + 1) acc[i] <= 0;
                        end
                    end else begin
                        dim_cnt <= dim_cnt + 1;
                        mem_addr <= mem_addr + 1;
                    end
                end
            endcase
        end
    end
endmodule
[run.sh]
#!/bin/bash
# OpenROAD 26Q1-2900-gdf79404cd8, Yosys 0.63+post, stock flow scripts
make -C /OpenROAD-flow-scripts/flow DESIGN_CONFIG=/design/flow/config.mk WORK_HOME=/design/flow/orfs finish
==> results.cfg <==
; physical design summary
[flow_run]
warning_count = 36
cap_violations = 0

[sta]
post-route-period-util_pct = 55.4
fmax_mhz = 107
finalSetupViolations = 0
relSlewSlack_pct = 46.8
rsz0062_at_grt = no
final.setup.tns_ps = 0
fin_worst_skew_ps = 17.2
final_hold_viol_count = 0
period_needed_ps = 9370
drv_slew = 0
tightest_slew_ps = 795

[detailed_routing]
route.antenna.diode_count = 0
drt-total-wl_um = 74600
detail_route.iter0.violations = 1159
drc_errors = 0
vias = 23700
via_per_inst = 5.09
wire_per_inst_um = 16.0
drt_first_pass_iters = 5
drtAntennaViolNets = 0

[logic_synthesis]
top_area_share_pct = 34.8
syn_area_um2 = 34800
synthTopCellsByCount = inv_1, fa_1, ha_1
yosys-top-cells-area = fa_1, ha_1, edfxtp_1
edf_count = 128
yosys_warnings = 2
syn_inst = 3576
ys_chip_area_um2 = 34800
async_flop_share_pct = 35.4
avgSynthCellArea_um2 = 9.74
synth_flops = 198
ys_seq_share_pct = 16.1
top_cell = inv_1
flop_cell = edfxtp_1
top_area_cell = fa_1
synth_cell_type_count = 84
ys_cells = 3576

[die]
die_w_um = 266
ios = 138
design.die.area_um2 = 70700
die_y_um = 266
fp-row-count = 96
fp-utilization_pct = 50.6
core_area_um2 = 68800

[layout]
logic_area_um2 = 25800
regArea_um2 = 5610
fill_cells = 6106
syn2layout_area_growth_pct = 9.12
drive_gt1_share_pct = 3.84

[clock_tree]
htreeDepth = 4
root_buffer = clkbuf_16
max-clock-path-buffers = 2
clk_pin_slew_ps = 90
numCtsBuffers = 17
postCtsHoldBufs = 0
cts_tree = built
cts_setup_buffers = 0
clock_sinks = 198
cts_resized = 0
worst_skew_pair.late_latency_ps = 510

[grt]
grt_pass1_vias = 23700
grt_usage_pct = 24.7
grt_max_degree = 94
grt_pass1_wl_um = 127000
antenna_found_initial = 0
grt.overflow.total = 0

[placed_design]
finalWeightedCongestion = 0.928
place_hpwl_um = 63400
place.port_buffers = 134

[setup_path]
path_cells = clkdlybuf4s50_1, and2_1, fa_1, fa_1, inv_1, fa_1, inv_1, fa_1, ha_1, ha_1, and3_1, a22oi_1, nor4b_1, and3_1, o21ai_0, a311o_1, a2111o_1, o21ai_1
cp_common_cell = fa_1
critical_path_class = in -> reg
crit_required_ps = 17270
max_stage_delay_ps = 610
crit_fanout = 15
path_buffers = 3
r2r_slack_ps = 9330
worst-r2r-cell-count = 25
crit_path_start_kind = input pin
end_kind = register
r2r-end = max_score[24]$_DFFE_PP0P_
crit_arrival_ps = 9740
cp_top_family = adder cells
reg2reg_from = acc[1][1]$_SDFFCE_PN0P_
slowest_stage = fa_1

[min_path]
min_to = winner_id[0]$_DFFE_PP1P_
worstHoldPathCells = 2
min_path_type = reg -> reg
min_from = winner_id[0]$_DFFE_PP1P_

[outcome]
status = completed
-- layer usage --
layer / track usage, % / wire length, µm / vias to the layer above
li1: - / - / 11700
met1: 39.4 / 33400 / 11500
met2: 37.9 / 35700 / 461
met3: 6.11 / 4200 / 49
met4: 3.04 / 1280 / 0
met5: 0 / 0 / -
-- flip-flops by register name, summed over array words and instances, names as in the netlist --
| name | count |
|---|---|
| acc | 128 |
| dim_cnt | 8 |
| max_score | 32 |
| mem_addr | 12 |
| state | 1 |
| busy | 1 |
| winner_id | 8 |
| current_vec_id | 8 |
-- worst register-to-register path, stage by stage, from the launching register on --
cell and delay, ps:
edfxtp_1 370, inv_1 170, fa_1 520, fa_1 470, inv_1 70, ha_1 200, inv_1 80, fa_1 440
nand2b_1 180, a211oi_1 430, o21ai_0 320, a211oi_1 550, o311ai_1 200, a21oi_1 210, mux2_2 390, nor2_1 120
ha_1 250, a21o_1 180, a21o_1 180, a21oi_1 130, o21ai_0 270, nor4b_1 340, buf_4 200, mux2i_4 210
buf_4 530, mux2_2 470
-- cell type report --
type                            instances  share of cell area, %
Sequential cell                       198                   14.8
Clock inverter                         15                  0.523
Multi-Input combinational cell       2472                   67.9
Timing Repair Buffer                  163                   4.13
Inverter                              861                   8.50
Tap cell                              931                   3.06
Clock buffer                           17                   1.12
-- cell usage in the layout, fill, tap and decap left out, types with 28 or more instances in the layout --
| master | n |
|---|---|
| inv_1 | 858 |
| fa_1 | 606 |
| ha_1 | 364 |
| nand2_1 | 232 |
| nor2_1 | 166 |
| and2_1 | 141 |
| a21oi_1 | 134 |
| clkdlybuf4s50_1 | 134 |
| edfxtp_1 | 128 |
| o21ai_0 | 89 |
| xnor2_1 | 80 |
| a21o_1 | 69 |
| dfrtp_1 | 60 |
| nor3_1 | 55 |
| xor2_1 | 54 |
| nand2b_1 | 50 |
| nand3_1 | 46 |
| mux2_2 | 32 |
| o21a_1 | 30 |
| buf_4 | 28 |
-- cells by family (layout without fill, tap and decap cells) --
logic type / Yosys count / count (layout) / synth area share [%]
fa+ha+maj: 970 / 970 / 47.9
buf+inv: 906 / 1056 / 9.90
simple gates: 829 / 829 / 11.9
compound gates: 492 / 492 / 9.33
flops: 198 / 198 / 16.1
xor+xnor: 134 / 134 / 3.37
mux: 47 / 47 / 1.47
-- through the flow --
stage | instance area, µm² | cells | worst slack (ps) | hold slack, ps | utilization, %
2_1_floorplan | 34800 | 3576 | 7470 | 423 | -
3_3_place_gp | 37400 | 4625 | 7080 | 467 | 54.3
3_5_place_dp | 37400 | 4625 | 7070 | 475 | 54.3
4_1_cts | 38000 | 4657 | 7590 | 488 | 55.2
5_1_grt | 38000 | 4657 | 7110 | 507 | 55.2
6_report | 38000 | 4657 | 7530 | 485 | 55.2
-- how the worst max path moves through the flow --
stage	cells after the start	endpoint	startpoint
after CTS	18	acc[2][31]$_SDFFCE_PN0P_	mem_data[42]
final	18	acc[2][31]$_SDFFCE_PN0P_	mem_data[42]
after global routing	17	acc[1][30]$_SDFFCE_PN0P_	mem_data[24]
